==> flow/config.mk <==
export PLATFORM = sky130hd
export DESIGN_NAME = mux_16_4w
export DESIGN_NICKNAME = mux_16_4w
export VERILOG_FILES = /design/flow/design.v
export SDC_FILE = /design/flow/constraint.sdc
export NUM_CORES = 4
export LEC_CHECK = 1
export CORE_AREA = 10 10 71 71
export DIE_AREA = 0 0 81 81
==> flow/constraint.sdc <==
current_design mux_16_4w

set clk_period 1.0
set clk_io_pct 0.2

create_clock -name clk0 -period $clk_period

set non_clock_inputs [all_inputs -no_clocks]
set_input_delay [expr $clk_period * $clk_io_pct] -clock clk0 $non_clock_inputs
set_output_delay [expr $clk_period * $clk_io_pct] -clock clk0 [all_outputs]
==> flow/design.v <==
module fsk_modulation(out,Din,clk,reset_n,enable);                 
	input logic Din, clk,reset_n,enable;
	output logic [15:0] out;
logic [10:0] clk_;
logic [15:0] w1;
logic data;
T_FF tff_1(clk_[0],1'b1,clk);
T_FF tff_2(clk_[1],1'b1,clk_[0]);
T_FF tff_3(clk_[2],1'b1,clk_[1]);
T_FF tff_4(clk_[3],1'b1,clk_[2]);
T_FF tff_5(clk_[4],1'b1,clk_[3]);
T_FF tff_6(clk_[5],1'b1,clk_[4]);
T_FF tff_7(clk_[6],1'b1,clk_[5]);
T_FF tff_8(clk_[7],1'b1,clk_[6]);
T_FF tff_9(clk_[8],1'b1,clk_[7]);
T_FF tff_10(clk_[9],1'b1,clk_[8]);
T_FF tff_11(clk_[10],1'b1,clk_[9]);
always_ff @(posedge clk_[8] or negedge reset_n) begin :datablock
	if(~reset_n)
	data <= 0;
	else
	data <= Din;
end
FSK fsk(w1,data,clk);                     
mux_16 mux(out,16'h03e8,w1,enable);
endmodule
module mux_16(o,i1,i2,s);            
input [15:0]i1,i2;
input s;
output [15:0]o;
mux mux_1[15:0](o,i1,i2,s);
endmodule
module FSK(out,Din,clk);                 
input Din,clk;                           
output [15:0] out;                       
wire clk_b2,clk_b4,CLK;                 
wire [5:0]t;
T_FF tff_1(clk_b2,1'b1,clk);             
T_FF tff_2(clk_b4,1'b1,clk_b2);          
mux mux_1(CLK,clk_b4,clk,Din);           
counter count_1(t,CLK);                  
sine_wave_generator SWG(out,t);          
endmodule
module counter(out,clk);             
input clk;
output [5:0]out;
wire [5:0]out_;
T_FF tff_1(out_[0],1'b1,clk);
T_FF tff_2(out_[1],1'b1,out_[0]);
T_FF tff_3(out_[2],1'b1,out_[1]);
T_FF tff_4(out_[3],1'b1,out_[2]);
T_FF tff_5(out_[4],1'b1,out_[3]);
T_FF tff_6(out_[5],1'b1,out_[4]);
not(out[0],out_[0]);
not(out[1],out_[1]);
not(out[2],out_[2]);
not(out[3],out_[3]);
not(out[4],out_[4]);
not(out[5],out_[5]);
endmodule
module mux(o,i1,i2,s);                   
input i1,i2,s;
output o;
wire x1,x2,sc;
not(sc,s);
and(x1,i1,sc);
and(x2,i2,s);
or(o,x1,x2);
endmodule
module mux_16_4w(o,i1,i2,i3,i4,s);   
input [15:0]i1,i2,i3,i4;
input [1:0]s;
output [15:0]o;
wire [15:0]w1,w2;
mux_16 mux_1(w1,i1,i2,s[0]);
mux_16 mux_2(w2,i3,i4,s[0]);
mux_16 mux_3(o,w1,w2,s[1]);
endmodule
module mux_16_8w(o,i1,i2,i3,i4,i5,i6,i7,i8,s);   
input [15:0]i1,i2,i3,i4,i5,i6,i7,i8;
input [2:0]s;
output [15:0]o;
wire [15:0]x1,x2,x3,x4;
wire [15:0]y1,y2;
mux_16 mux_16_1(x1,i1,i2,s[0]);
mux_16 mux_16_2(x2,i3,i4,s[0]);
mux_16 mux_16_3(x3,i5,i6,s[0]);
mux_16 mux_16_4(x4,i7,i8,s[0]);
mux_16 mux_16_5(y1,x1,x2,s[1]);
mux_16 mux_16_6(y2,x3,x4,s[1]);
mux_16 mux_16_7(o,y1,y2,s[2]);
endmodule
module mux_16_64w(o,i1,i2,i3,i4,i5,i6,i7,i8,i9,i10,i11,i12,i13,i14,i15,i16,i17,i18,i19,i20,i21,i22,i23,i24,i25,i26,i27,i28,i29,i30,i31,i32,i33,i34,i35,i36,i37,i38,i39,i40,i41,i42,i43,i44,i45,i46,i47,i48,i49,i50,i51,i52,i53,i54,i55,i56,i57,i58,i59,i60,i61,i62,i63,i64,s);
input [15:0]i1,i2,i3,i4,i5,i6,i7,i8,i9,i10,i11,i12,i13,i14,i15,i16,i17,i18,i19,i20,i21,i22,i23,i24,i25,i26,i27,i28,i29,i30,i31,i32,i33,i34,i35,i36,i37,i38,i39,i40,i41,i42,i43,i44,i45,i46,i47,i48,i49,i50,i51,i52,i53,i54,i55,i56,i57,i58,i59,i60,i61,i62,i63,i64;
input [5:0]s;
output [15:0]o;
wire [15:0]x1,x2,x3,x4,x5,x6,x7,x8;
mux_16_8w mux_16_8w_1(x1,i1,i2,i3,i4,i5,i6,i7,i8,s[2:0]);
mux_16_8w mux_16_8w_2(x2,i9,i10,i11,i12,i13,i14,i15,i16,s[2:0]);
mux_16_8w mux_16_8w_3(x3,i17,i18,i19,i20,i21,i22,i23,i24,s[2:0]);
mux_16_8w mux_16_8w_4(x4,i25,i26,i27,i28,i29,i30,i31,i32,s[2:0]);
mux_16_8w mux_16_8w_5(x5,i33,i34,i35,i36,i37,i38,i39,i40,s[2:0]);
mux_16_8w mux_16_8w_6(x6,i41,i42,i43,i44,i45,i46,i47,i48,s[2:0]);
mux_16_8w mux_16_8w_7(x7,i49,i50,i51,i52,i53,i54,i55,i56,s[2:0]);
mux_16_8w mux_16_8w_8(x8,i57,i58,i59,i60,i61,i62,i63,i64,s[2:0]);
mux_16_8w mux_16_8w_9(o,x1,x2,x3,x4,x5,x6,x7,x8,s[5:3]);
endmodule
module sine_wave_generator(o,t);
input [5:0]t;
output [15:0]o;
reg [15:0] i1,i2,i3,i4,i5,i6,i7,i8,i9,i10,i11,i12,i13,i14,i15,i16,i17,i18,i19,i20,i21,i22,i23,i24,i25,i26,i27,i28,i29,i30,i31,i32,i33,i34,i35,i36,i37,i38,i39,i40,i41,i42,i43,i44,i45,i46,i47,i48,i49,i50,i51,i52,i53,i54,i55,i56,i57,i58,i59,i60,i61,i62,i63,i64;
mux_16_64w mux_1(o,i1,i2,i3,i4,i5,i6,i7,i8,i9,i10,i11,i12,i13,i14,i15,i16,i17,i18,i19,i20,i21,i22,i23,i24,i25,i26,i27,i28,i29,i30,i31,i32,i33,i34,i35,i36,i37,i38,i39,i40,i41,i42,i43,i44,i45,i46,i47,i48,i49,i50,i51,i52,i53,i54,i55,i56,i57,i58,i59,i60,i61,i62,i63,i64,t);
initial
begin
i1=1000;                
i2=1098;
i3=1195;
i4=1290;
i5=1383;
i6=1471;
i7=1556;
i8=1634;
i9=1707;
i10=1773;
i11=1831;
i12=1882;
i13=1924;
i14=1957;
i15=1981;
i16=1995;
i17=2000;
i18=1995;
i19=1981;
i20=1957;
i21=1924;
i22=1882;
i23=1831;
i24=1773;
i25=1707;
i26=1634;
i27=1556;
i28=1471;
i29=1383;
i30=1290;
i31=1195;
i32=1098;
i33=1000;
i34=902;
i35=805;
i36=710;
i37=617;
i38=529;
i39=444;
i40=366;
i41=293;
i42=227;
i43=169;
i44=118;
i45=76;
i46=43;
i47=19;
i48=5;
i49=0;
i50=5;
i51=19;
i52=43;
i53=76;
i54=118;
i55=169;
i56=227;
i57=293;
i58=366;
i59=444;
i60=529;
i61=617;
i62=710;
i63=805;
i64=902;
end
endmodule
module T_FF(q,t,clk);            
input t,clk;
output q;
reg q;
initial
begin
    q=0;
end
always @(posedge clk)
begin
    if(t==1)
        q=~q; 
end
endmodule
==> flow/run.sh <==
#!/bin/bash
# OpenROAD 26Q1-2900-gdf79404cd8, Yosys 0.63+post, stock flow scripts
make -C /OpenROAD-flow-scripts/flow DESIGN_CONFIG=/design/flow/config.mk WORK_HOME=/design/flow/orfs finish
==> out/metrics.yaml <==
grt_pass1_wl_um: 3990
antenna_found_initial: 0
grt_pass1_vias: 750
die_area_um2: 6560
rsz0062_at_grt: "true"
cpMaxStageDelayCell: "mux4_2"
leakage_nw: 0.558
top_level_ports: 82
violations: "negative setup slack"
fp_util_pct: 15.0
cts_hold_buf: 0
openroad.warnings: 35
critPathKind: "in2out"
drt-total-wl_um: 2600
syn_avg_cell_area_um2: 15.1
dr.pass1.iters: 2
drc_errors: 0
dr_total_vias: 587
path_delay_family: "multiplexers"
grtUsageMet1_pct: 8.68
vias_per_cell: 3.91
vdd_drop_max_mv: 0.173
grt.busiest_layer: "met2"
crit_buf_inv: 3
place.gp.congestion: 0.707
seq_cells: 0
ys_cells: 36
ys_seq_share_pct: 0
grt-ovfl-total: 0
crit_required_ns: 0.80
outcome: "finished, violations left"
grt_start_max_net_pins: 9
initialDrtViolationCount: 4
dieWidth_um: 81
track_usage_pct: 7.88
power_density_nw_per_um2: 351
setup_slack_ns: -0.263
stdcell_count: 150
setup_viol: 16
cp-start-kind: "primary input"
num-clock-buffers: 0
finalHoldViolations: 0
fillers: 412
slew_viol_final: 0
endpoint_kind: "output pin"
num_rows: 22
comb_area_um2: 360
drive_gt1_share_pct: 37.3
syn-cell-area_um2: 544
relSlewSlack_pct: 90.3
hold_class: "in2out"
area_delta_synth_final_pct: 117
dp_cells: 148
wire_per_inst_um: 17.3
period_minus_slack_ns: 1.26
gr-usage-met2_pct: 13.6
grt.met3_usage_pct: 4.79
dp_slack_ns: -1.10
whs_ns: 0.878
netlist_instances: 36
synth_cell_types: 6
port_buffers: 82
dpl_cell_area_um2: 1300
register_area_um2: 0
period_used_pct: 126
ant_nets: 0
drv_cap: 0
die_h_um: 81
core_area_um2: 3630
crit_fanout: 8
tightestPinTransition_ns: 0.146
yosysWarnings: 0
final_area_um2: 1180
yosys_area_um2: 544
max_stage_delay_ns: 0.50
max_freq_mhz: 792
worstPathArrival_ns: 1.06
n_antenna_cell: 0
power_mw: 0.415
path_cells: "buf_8, buf_12, mux4_2, buf_2"
layout by cell type (no fill, tap or decap):
| master | count |
|---|---|
| buf_12 | 2 |
| buf_8 | 1 |
| mux4_2 | 16 |
| buf_2 | 16 |
| dlygate4sd2_1 | 64 |
| buf_16 | 2 |
| clkdlybuf4s15_2 | 1 |
cells in the mapped netlist:
library cell | instances | area (µm²)
buf_4 | 16 | 120
mux4_2 | 10 | 225
mux4_1 | 6 | 158
buf_2 | 2 | 10.0
buf_12 | 1 | 20.0
buf_6 | 1 | 11.3
layer usage:
layer  vias up  wire length, µm
li1        270                -
met1       270              873
met2        47             1340
met3         0              383
met4         0                0
met5         -                0
timing repair:
item / 4_1_cts / 5_1_grt
endpoints found under the hold margin: 0 / 0
endpoints found under the setup margin: 16 / 16
setup buffers: 0 / 0
gates cloned: 2 / 0
gates resized: 131 / 0
logic make-up after synthesis:
| kind of cell | Yosys count | share of synthesized area [%] |
|---|---|---|
| buf+inv | 20 | 29.7 |
| mux | 16 | 70.3 |
layout make-up:
class,count,area share [%]
repair buffers,86,64.4
multi-input cells,16,30.5
well taps,48,5.08
worst min-delay path, cell delays in order:
cell	delay (ns)
dlygate4sd2_1	0.18
mux4_2	0.21
buf_2	0.09
power breakdown:
part | leakage [nW] | switching [mW] | internal [mW]
Clock | 0 | 0 | 0
Combinational | 0.558 | 0.102 | 0.312
Sequential | 0 | 0 | 0
per-stage QoR:
step	utilization (%)	TNS, ns
2_1_floorplan	-	-3.35
6_report	32.5	-3.94
5_1_grt	32.5	-4.59
3_3_place_gp	35.9	-17.01
3_5_place_dp	35.9	-16.98
4_1_cts	32.5	-4.18
worst paths after layout:
check	startpoint	end	slack [ns]	depth (start not counted)
max	s[0]	o[11]	-0.26	4
min	i1[4]	o[4]	0.88	3
Power and IR drop assume default switching activity.
